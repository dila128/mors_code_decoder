File: /design/flow/design.v
module MorsKodDecoder(
  input wire clk,
  input wire rst,
  output reg led_mavi,
  output reg led_kirmizi
);
  reg [2:0] durum;
  reg [3:0] adet_nokta;
  reg [3:0] adet_cizgi;
  parameter dot_a = 2;
  parameter dot_l = 4;
  parameter dot_i = 2;
  parameter dot_bosluk = 4;
  parameter dash_t = 2;
  parameter dash_o = 6;
  parameter dot_p = 4;
  parameter dot_u = 2;
  always @(posedge clk or posedge rst) begin
    if (rst) begin
      durum <= 3'b000;   
      adet_nokta <= 4'b0000;
      adet_cizgi <= 4'b0000;
      led_mavi <= 1'b0;
      led_kirmizi <= 1'b0;
    end
    else begin
      case (durum)
        3'b000: begin   
          if (adet_nokta < dot_a)
            adet_nokta <= adet_nokta + 1;
          else begin
            durum <= 3'b001;
            adet_nokta <= 4'b0000;
          end
          led_mavi <= 1'b1;
          led_kirmizi <= 1'b0;
        end
        3'b001: begin   
          if (adet_nokta < dot_l)
            adet_nokta <= adet_nokta + 1;
          else begin
            durum <= 3'b010;
            adet_nokta <= 4'b0000;
          end
          led_mavi <= 1'b1;
          led_kirmizi <= 1'b0;
        end
        3'b010: begin   
          if (adet_nokta < dot_i)
            adet_nokta <= adet_nokta + 1;
          else begin
            durum <= 3'b011;
            adet_nokta <= 4'b0000;
          end
          led_mavi <= 1'b1;
          led_kirmizi <= 1'b0;
        end
        3'b011: begin   
          if (adet_nokta < dot_bosluk)
            adet_nokta <= adet_nokta + 1;
          else begin
            durum <= 3'b100;
            adet_nokta <= 4'b0000;
          end
          led_mavi <= 1'b0;
          led_kirmizi <= 1'b0;
        end
        3'b100: begin   
          if (adet_cizgi < dash_t)
            adet_cizgi <= adet_cizgi + 1;
          else begin
            durum <= 3'b101;
            adet_cizgi <= 4'b0000;
          end
          led_mavi <= 1'b0;
          led_kirmizi <= 1'b1;
        end
        3'b101: begin   
          if (adet_cizgi < dash_o)
            adet_cizgi <= adet_cizgi + 1;
          else begin
            durum <= 3'b110;
            adet_cizgi <= 4'b0000;
          end
          led_mavi <= 1'b0;
          led_kirmizi <= 1'b1;
        end
        3'b110: begin   
          if (adet_nokta < dot_p)
            adet_nokta <= adet_nokta + 1;
          else begin
            durum <= 3'b111;
            adet_nokta <= 4'b0000;
          end
          led_mavi <= 1'b1;
          led_kirmizi <= 1'b0;
        end
        3'b111: begin   
          if (adet_nokta < dot_u)
            adet_nokta <= adet_nokta + 1;
          else begin
            durum <= 3'b000;   
            adet_nokta <= 4'b0000;
          end
          led_mavi <= 1'b1;
          led_kirmizi <= 1'b0;
        end
      endcase
    end
  end
endmodule
File: /design/flow/run.sh
#!/bin/bash
# OpenROAD 26Q1-2900-gdf79404cd8, Yosys 0.63+post, stock flow scripts
make -C /OpenROAD-flow-scripts/flow DESIGN_CONFIG=/design/flow/config.mk WORK_HOME=/design/flow/orfs finish
File: /design/flow/config.mk
export PLATFORM = sky130hd
export DESIGN_NAME = MorsKodDecoder
export DESIGN_NICKNAME = MorsKodDecoder
export VERILOG_FILES = /design/flow/design.v
export SDC_FILE = /design/flow/constraint.sdc
export NUM_CORES = 4
export LEC_CHECK = 1
export CORE_AREA = 10 10 87 87
export DIE_AREA = 0 0 97 97
File: /design/flow/constraint.sdc
current_design MorsKodDecoder

set clk_period 2.8
set clk_io_pct 0.2

create_clock -name clk0 -period $clk_period [get_ports {clk}]

set non_clock_inputs [all_inputs -no_clocks]
set_input_delay [expr $clk_period * $clk_io_pct] -clock clk0 $non_clock_inputs
set_output_delay [expr $clk_period * $clk_io_pct] -clock clk0 [all_outputs]
==> flow_metrics.tcl <==
# collected from the flow reports
set metrics [dict create \
    crit_buf_inv 1 \
    grt_pass1_wl_mm 2.34 \
    crit_chain "clkdlybuf4s50_1" \
    die_x_um 97 \
    utilization 0.167 \
    final_max_slew_viol_count 0 \
    synth_warnings 1 \
    gp_congestion 0.799 \
    clk_latency_ns 0.25 \
    min_path_type "flip-flop to flip-flop" \
    firstDrtPassIters 4 \
    finalSetupTns_ns 0 \
    fin_crit_ns 1.58 \
    root_buffer "clkbuf_8" \
    antenna_found_initial 0 \
    die_h_um 97 \
    first_global_vias 552 \
    setup_violations 0 \
    rsz0062_at_grt "false" \
    cpLargestDelayFamily "buffers and inverters" \
    drive_above_1_share 0.0886 \
    fillers 616 \
    critPathCaptureType "primary output" \
    die_area_um2 9410 \
    p_leak_nw 0.439 \
    cts.repair.resized 0 \
    post-cts-setup-buffers 0 \
    clkSlewWorstSetupHoldPaths_ns 0.06 \
    syn_inst 73 \
    crit_required_ns 2.24 \
    status "finished, final reports clean" \
    cts.hold.buffers_added 0 \
    ys_cells 73 \
    setup_ws_ns 1.22 \
    grt_max_degree 19 \
    floorplan.core_util 0.139 \
    vias 531 \
    grt_use_total 0.0272 \
    area_growth_pct 20.4 \
    flop_area_um2 452 \
    critPathSlowestCell "clkdlybuf4s50_1" \
    cp_max_fo 1 \
    yosysSeqAreaShare 0.576 \
    dp_hpwl_um 952 \
    routedWlPerCell_um 8.35 \
    cts_buffer_depth 2 \
    ctsHtreeMaxLevel 1 \
    worst_pin_slew_ns 0.656 \
    tritoncts "done" \
    place_ws_ns 1.35 \
    max-cap-violations 0 \
    cts_buffers 3 \
    relSlewSlack 0.562 \
    hold_violations 0 \
    synth_cell_types 26 \
    ant_nets 0 \
    drt-total-wl_mm 1.26 \
    timing_worst_setup_path_type "flip-flop to primary output" \
    warnings 25 \
    io_buffers 3 \
    comb_area_um2 302 \
    critPathLaunchType "flip-flop" \
    clock-skew-final_ns 0.00444 \
    syn_area_um2 785 \
    clock.fmax_ghz 0.631 \
    antennaDiodeCount 0 \
    arrival_ns 1.02 \
    drc 0 \
    yosys_area_um2 785 \
    core_area_um2 5640 \
    finalCritPeriodShare 0.566 \
    power_density_nw_per_um2 470 \
    rows 27 \
    first_iter_violations 12 \
    grt_remaining_overflow 0 \
    worst_path_largest_cell_delay_ns 0.45 \
    ir_drop_mv 0.168 \
    synth_area_per_cell_um2 10.7 \
    synth_flop_count 18 \
    detail_route.vias_per_cell 3.52 \
    pin_count 4 \
    clkSinkCount 18 \
]
-- sequential cells by signal, indices dropped and copies added, names as in the netlist, named ones only --
register and cells:
durum 7, adet_cizgi 4, adet_nokta 4, led_kirmizi 1
led_mavi 1
-- synthesized netlist by cell type --
master,instances,share of area
dfrtp_1,17,0.54
o21ai_0,8,0.051
inv_1,7,0.033
nand2_1,7,0.033
or3_1,4,0.032
a21oi_1,3,0.019
a22o_1,2,0.022
ha_1,2,0.032
nand3b_1,2,0.019
nor2_1,2,0.0096
nor3_1,2,0.013
nor3b_1,2,0.019
o2bb2ai_1,2,0.022
a211o_1,1,0.011
a22o_2,1,0.013
a22oi_1,1,0.0096
a32oi_1,1,0.011
and2_1,1,0.0080
buf_2,1,0.0064
dfstp_2,1,0.033
mux2_2,1,0.014
nor2b_1,1,0.0080
o21bai_1,1,0.0096
o31ai_1,1,0.0096
or2_1,1,0.0080
or3_2,1,0.0096
-- report_power, final --
| group | total, mW | internal [mW] | switching, mW |
|---|---|---|---|
| Clock | 0.177 | 0.101 | 0.0766 |
| Sequential | 0.260 | 0.260 | 0 |
| Combinational | 0.00610 | 0.00129 | 0.00481 |
| Total | 0.444 | 0.362 | 0.0814 |
-- routing by layer --
layer / up-vias / wire [um] / track usage
li1: 270 / - / -
met1: 253 / 658 / 0.0359
met2: 6 / 535 / 0.0445
met3: 2 / 17 / 0.00215
met4: 0 / 49 / 0.0113
met5: - / 0 / 0
-- per-stage QoR --
| step | power [mW] | area, um2 | std cells | hold WS, ns |
|---|---|---|---|---|
| 5_1_grt | 0.468 | 945 | 151 | 0.527 |
| 3_3_place_gp | 0.271 | 900 | 147 | 0.490 |
| 4_1_cts | 0.453 | 945 | 151 | 0.499 |
| 2_1_floorplan | 0.269 | 785 | 73 | 0.459 |
| 3_5_place_dp | 0.271 | 900 | 147 | 0.490 |
| 6_report | 0.444 | 945 | 151 | 0.497 |
-- cell families after synthesis --
group | share of synthesized area
buf+inv | 0.0399
fa+ha+maj | 0.0319
mux | 0.0144
compound gates | 0.179
simple gates | 0.160
flops | 0.576
-- path summary, 6_finish.rpt --
| kind | startpoint | endpoint | cells after the start | slack (ns) |
|---|---|---|---|---|
| setup reg to reg | durum[2] | adet_nokta[2] | 3 | 1.34 |
| setup / recovery | led_mavi | led_mavi | 1 | 1.22 |
| hold / removal | durum[1] | adet_cizgi[3] | 1 | 0.50 |
| min in group asynchronous | rst | durum[6] | 2 | 0.70 |
| hold reg to reg | durum[1] | adet_cizgi[3] | 1 | 0.50 |
| max in group asynchronous | rst | durum[5] | 2 | 1.67 |
-- layout make-up --
type                    instances  area share
clock buffers                   4      0.0477
inverters                       7      0.0278
repair buffers                  3      0.0318
multi-input cells              47       0.319
flip-flops and latches         18       0.478
well taps                      72      0.0954
-- layout by cell type, fill, tap and decap left out --
| master | instances |
|---|---|
| a211o_1 | 1 |
| a21oi_1 | 3 |
| a22o_1 | 2 |
| a22o_2 | 1 |
| a22oi_1 | 1 |
| a32oi_1 | 1 |
| and2_1 | 1 |
| clkbuf_1 | 1 |
| clkbuf_8 | 3 |
| clkdlybuf4s50_1 | 3 |
| dfrtp_1 | 17 |
| dfstp_2 | 1 |
| ha_1 | 2 |
| inv_1 | 7 |
| mux2_2 | 1 |
| nand2_1 | 7 |
| nand3b_1 | 2 |
| nor2_1 | 2 |
| nor2b_1 | 1 |
| nor3_1 | 2 |
| nor3b_1 | 2 |
| o21ai_0 | 8 |
| o21bai_1 | 1 |
| o2bb2ai_1 | 2 |
| o31ai_1 | 1 |
| or2_1 | 1 |
| or3_1 | 4 |
| or3_2 | 1 |
Power is estimated from default activity; no workload was simulated.
